`config.mk`:
```
export PLATFORM = sky130hd
export DESIGN_NAME = Displayor
export DESIGN_NICKNAME = Displayor
export VERILOG_FILES = /design/flow/design.v
export SDC_FILE = /design/flow/constraint.sdc
export NUM_CORES = 4
export LEC_CHECK = 1
export CORE_AREA = 10 10 90 90
export DIE_AREA = 0 0 100 100
```
`constraint.sdc`:
```
current_design Displayor

set clk_period 2.7
set clk_io_pct 0.2

create_clock -name clk0 -period $clk_period [get_ports {clk}]

set non_clock_inputs [all_inputs -no_clocks]
set_input_delay [expr $clk_period * $clk_io_pct] -clock clk0 $non_clock_inputs
set_output_delay [expr $clk_period * $clk_io_pct] -clock clk0 [all_outputs]
```
`design.v`:
```
`timescale 1ns / 1ps
module Displayor(
input [31:0] data,		 
input clk,		 
input reset,		 
output reg[7:0] whichLight,		 
output reg[6:0] whichPipe,		 
output wire dp			 
    );
		wire [2:0] s;		 
        reg [3:0] digit=0;		 
        reg [19:0] clkdiv=0;		 
        assign dp=1;
        assign s=clkdiv[19:17];   	
        always @(*)
        case(s)
          0:digit=data[31:28];
          1:digit=data[27:24];
          2:digit=data[23:20];
          3:digit=data[19:16];
          4:digit=data[15:12];
          5:digit=data[11:8];
          6:digit=data[7:4];
          7:digit=data[3:0];
          default:digit=data[3:0];
          endcase 
        always @(*)
        case(s)
          0:whichLight=8'b11111110;
          1:whichLight=8'b11111101;
          2:whichLight=8'b11111011;
          3:whichLight=8'b11110111;
          4:whichLight=8'b11101111;
          5:whichLight=8'b11011111;
          6:whichLight=8'b10111111;
          7:whichLight=8'b01111111;
          default:whichLight=8'b11111110;
          endcase       
        always @(*)
                 case(digit)
                      0:whichPipe=7'b0000001;
                      1:whichPipe=7'b1001111;
                      2:whichPipe=7'b0010010;
                      3:whichPipe=7'b0000110;
                      4:whichPipe=7'b1001100;
                      5:whichPipe=7'b0100100;
                      6:whichPipe=7'b0100000;
                      7:whichPipe=7'b0001111;
                      8:whichPipe=7'b0000000;
                      9:whichPipe=7'b0000100;
                      'hA:whichPipe=7'b0001000;
                      'hB:whichPipe=7'b1100000;
                      'hC:whichPipe=7'b0110001;
                      'hD:whichPipe=7'b1000010;
                      'hE:whichPipe=7'b0110000;
                      'hF:whichPipe=7'b0111000;
                     default:whichPipe=7'b0000001;
                 endcase
        always @(posedge clk)
           begin
                clkdiv=clkdiv+1;
          end
endmodule
```
`run.sh`:
```
#!/bin/bash
# OpenROAD 26Q1-2900-gdf79404cd8, Yosys 0.63+post, stock flow scripts
make -C /OpenROAD-flow-scripts/flow DESIGN_CONFIG=/design/flow/config.mk WORK_HOME=/design/flow/orfs finish
```
==> changes_impl.md <==
### Changed

* Outcome: complete, but fails checks
* Violated checks: negative setup slack
* Post-synthesis cell count from yosys at 166
* Die Span X at 100 microns
* Class of the most critical setup path: reg2out
* Vias in the first global route at 1357
* Final hold vios at 0
* Reg clk slew, reported paths at 80 ps
* Warnings from Yosys at 1
* I/O Pins at 50
* Worst hold slack after final layout at 430 ps
* DRT iter0 DRCs at 40
* Height of the die at 100 microns
* Post-DRT Antenna Nets at 0
* Post-Layout Inst Area at 0.00242 sq mm
* CP arrival at 2190 ps
* CP max-delay cell: sky130_fd_sc_hd__dfxtp_4
* Synthesized instance count at 166
* Fin Clk Skew at 8.24 ps
* CTS max path bufs at 2
* Total congestion overflow after global routing at 0
* Total core area at 0.00628 sq mm
* Cell-by-cell trace of the critical path: buf_6 > mux2i_1 > a211oi_2 > o22ai_2 > buf_4 > ha_4 > buf_6 > buf_4 > a211o_1 > buf_2
* Skew-Pair Late Insertion Delay at 260 ps
* Reported max-cap violation count at 0
* RSZ-0062 raised after global routing: true
* Max incr delay on CP at 370 ps
* GRT Resource Usage Total at 0.0745
* Sequential-to-total area share from yosys stat at 0.283
* Relative area change from synthesis to final layout at 71.2%
* Vias after detailed routing at 1414
* Number of sinks on the clock net at 20
* Average wire length per cell after detail routing at 11.9 microns
* Period utilisation layout at 1.01
* Synthesized chip area reported by yosys at 0.00141 sq mm
* Count of warning messages emitted by the tools at 32
* Number of I/O port buffers at 47
* Number of antenna violations at the first check in global routing at 0
* Buffer cell driving the clock tree root: sky130_fd_sc_hd__clkbuf_8
* Number of placement rows at 29
* Antenna cells at 0
* Path category of the worst min-delay check: reg2reg
* Tmin final at 2730 ps
* Total half-perimeter wirelength after legalization and detailed placement at 2.95 mm
* Final WS setup at -31.9 ps
* DRC violation count after routing at 0
* Chip area at 0.0100 sq mm
* Total number of H-tree levels at 1
* Final number of max-transition violations at 0
* TritonCTS clock tree: done
* Critical path required time at 2160 ps
* Final cell count without fillers at 324
* Number of setup violations in the final report at 2
* Largest register FFs at 20
* Leakage Power at 1.01 nW
* Per-cell via count in the routed design at 4.36
* Core Util at FP at 0.225
* Placed cell area at 0.00211 sq mm
* Synth Cell Area at 0.00141 sq mm
* Crit end category: primary output
* Max IR drop VDD at 487 uV
* Total clock buffers created by CTS at 3
* Final wirelength at 3.86 mm
* Average size of a mapped cell at 8.51 sq um
* Maximum fanout along the worst path at 5
* Last weighted congestion value of the routability-driven placer at 0.768
* Dpl cells at 308
* Category of the worst setup path launch point: register
* Hold buffer count at CTS at 0
* Wire length of the first global-routing pass at 6.47 mm
* Maximum operating frequency at 366 MHz
* Number of storage elements in the synthesis netlist at 20
* Synth cell types at 36
* Maximum number of pins on one net before global-route repair at 13
* Number of detailed-routing iterations run before antenna repair at 4
* Proportion of layout cells with a drive suffix above 1 at 0.348
* Power per unit of standard cell area at 294 mW/mm^2
## metal layers
| layer | share of wire | wire length [microns] | GRT usage |
|---|---|---|---|
| met1 | 0.48 | 1840 | 0.105 |
| met2 | 0.45 | 1750 | 0.121 |
| met3 | 0.072 | 278 | 0.0167 |
| met4 | 0 | 0 | 0.00217 |
| met5 | 0 | 0 | 0 |
## placed cells by master, fill, tap and decap left out, drive strengths merged, types with 5 or more instances in the layout
cell           synthesis  final
buf                   10     47
dfxtp                 20     20
nand2                 19     19
dlygate4sd2            0     19
clkdlybuf4s50          0     19
nor2                  16     16
mux2i                 15     15
xnor2                 12     12
inv                    8      8
xor2                   7      7
ha                     7      7
nand3                  6      6
o22ai                  6      6
and3                   5      5
## power by group
part	internal [mW]	switching, mW
Combinational	0.0811	0.0458
Clock	0.198	0.0956
Sequential	0.292	0
Total	0.571	0.141
## Yosys cell counts
master / instances / area share
sky130_fd_sc_hd__a211o_1: 1 / 0.0062
sky130_fd_sc_hd__a211oi_1: 2 / 0.011
sky130_fd_sc_hd__a211oi_2: 1 / 0.0089
sky130_fd_sc_hd__a21o_1: 1 / 0.0053
sky130_fd_sc_hd__a21oi_1: 2 / 0.0071
sky130_fd_sc_hd__a221oi_1: 2 / 0.012
sky130_fd_sc_hd__and3_1: 5 / 0.022
sky130_fd_sc_hd__buf_2: 2 / 0.0071
sky130_fd_sc_hd__buf_4: 4 / 0.021
sky130_fd_sc_hd__buf_6: 4 / 0.032
sky130_fd_sc_hd__clkbuf_1: 1 / 0.0027
sky130_fd_sc_hd__conb_1: 1 / 0.0027
sky130_fd_sc_hd__dfxtp_1: 20 / 0.28
sky130_fd_sc_hd__ha_1: 7 / 0.062
sky130_fd_sc_hd__inv_1: 8 / 0.021
sky130_fd_sc_hd__mux2_2: 1 / 0.0080
sky130_fd_sc_hd__mux2i_1: 15 / 0.11
sky130_fd_sc_hd__nand2_1: 19 / 0.050
sky130_fd_sc_hd__nand2b_1: 4 / 0.018
sky130_fd_sc_hd__nand3_1: 6 / 0.021
sky130_fd_sc_hd__nand3b_1: 3 / 0.016
sky130_fd_sc_hd__nand4_1: 2 / 0.0089
sky130_fd_sc_hd__nor2_1: 14 / 0.037
sky130_fd_sc_hd__nor2_2: 1 / 0.0044
sky130_fd_sc_hd__nor2_8: 1 / 0.014
sky130_fd_sc_hd__nor3_1: 1 / 0.0035
sky130_fd_sc_hd__nor3b_1: 3 / 0.016
sky130_fd_sc_hd__o21ai_1: 4 / 0.014
sky130_fd_sc_hd__o21bai_1: 1 / 0.0053
sky130_fd_sc_hd__o22ai_1: 6 / 0.027
sky130_fd_sc_hd__o2bb2ai_1: 1 / 0.0062
sky130_fd_sc_hd__or2_2: 2 / 0.0089
sky130_fd_sc_hd__or3_1: 1 / 0.0044
sky130_fd_sc_hd__or3_4: 1 / 0.0080
sky130_fd_sc_hd__xnor2_1: 12 / 0.074
sky130_fd_sc_hd__xor2_1: 7 / 0.043
## worst max-delay path, delay by kind of cell, from the launching register on
kind	cells	cell delay, ps
AND-OR/OR-AND	3	650
buffers and inverters	5	640
flip-flops	1	370
adder cells (fa/ha/maj)	1	150
multiplexers	1	130
## area by class of cell
| cell class | instances | area [sq um] |
|---|---|---|
| Timing Repair Buffer | 88 | 758 |
| Clock buffer | 3 | 41.3 |
| Fill cell | 605 | 3860 |
| Tap cell | 77 | 96.3 |
| Multi-Input combinational cell | 127 | 1050 |
| Sequential cell | 20 | 412 |
| Clock inverter | 1 | 30.0 |
| Inverter | 8 | 32.5 |
## path summary, 6_finish.rpt
check | from | end | slack (ps) | cells past startpoint
setup / recovery | clkdiv[18] | whichPipe[6] | -30 | 10
hold reg to reg | clkdiv[0] | clkdiv[0] | 430 | 1
setup reg to reg | clkdiv[2] | clkdiv[19] | 1130 | 6
hold / removal | clkdiv[0] | clkdiv[0] | 430 | 1
## cells by family after synthesis
logic type	synth area share
AOI/OAI and AO/OA	0.103
xor gates and xnor gates	0.118
adders and majority gates	0.0620
buffers and inverters	0.0841
DFF	0.283
muxes	0.114
other	0.00265
and+or+nand+nor	0.233
## metrics by stage
step                       util  TNS (ps)  power, mW  worst slack, ps
after global placement    0.336     -3800      0.423             -607
after detailed placement  0.336     -3910      0.423             -612
after floorplan               -         0      0.343              166
after CTS                 0.377     -59.2      0.719            -34.7
final                     0.385     -43.0      0.712            -31.9
after global routing      0.385      -547      0.746             -118
## repair_timing
item                                    4_1_cts  5_1_grt
endpoints found under the setup margin        7        7
gates resized                                73       14
buffers inserted                             13        2
pin swaps                                    22       14
Power and IR drop assume default switching activity.
